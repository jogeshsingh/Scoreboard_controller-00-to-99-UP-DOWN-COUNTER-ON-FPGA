--- flow/design.v ---
`timescale 1ns / 1ps
`timescale 1ns / 1ps
module Multiplexer_circuit(
input i_clk ,  
input [4-1:0]o_seg1 ,
input [4-1:0]o_seg2 , 
output reg [2-1:0] o_en  , 
output reg [4-1:0] o_seg
 );
 wire o_cnt;
 counter COUNTER(.i_clk(i_clk), .count_out(o_cnt));
 always @(*)
    begin
          case (o_cnt)
          1'b0: begin
                    o_seg = o_seg1 ;
                    o_en = 2'b10;
                     end 
         1'b1: begin
                    o_seg = o_seg2 ;
                    o_en = 2'b01;
                     end                  
        endcase
          end                              
endmodule
`timescale 1ns / 1ps
module seven_seg_display
  #(parameter DATA_WIDTH1 = 4 , 
  parameter DATA_WIDTH2 = 8 
   )
( input [DATA_WIDTH1-1:0] i_hex_en , 
  output  [DATA_WIDTH2-1:0] o_out );
  reg [DATA_WIDTH2-1:0] o_seven_seg ;
  assign o_out = o_seven_seg ;
	always @(*)
	begin
	case(i_hex_en)
	4'h0:o_seven_seg[DATA_WIDTH2-1:0] =	8'b0000_0011;  
	4'h1:o_seven_seg[DATA_WIDTH2-1:0] = 8'b1001_1111;  
	4'h2:o_seven_seg[DATA_WIDTH2-1:0] = 8'b0010_0101;   
	4'h3:o_seven_seg[DATA_WIDTH2-1:0]=	8'b0000_1101;  
	4'h4:o_seven_seg[DATA_WIDTH2-1:0] = 8'b1001_1001;  
	4'h5:o_seven_seg[DATA_WIDTH2-1:0] = 8'b0100_1001;  
	4'h6:o_seven_seg[DATA_WIDTH2-1:0] = 8'b0100_0001;  
	4'h7:o_seven_seg[DATA_WIDTH2-1:0] = 8'b0001_1111;  
	4'h8:o_seven_seg[DATA_WIDTH2-1:0] = 8'b0000_0001;   
	4'h9:o_seven_seg[DATA_WIDTH2-1:0] = 8'b0001_1001;   
	4'ha:o_seven_seg[DATA_WIDTH2-1:0] = 8'b0001_0001;   
	4'hb:o_seven_seg[DATA_WIDTH2-1:0] = 8'b1100_0001;  
	4'hc:o_seven_seg[DATA_WIDTH2-1:0] = 8'b0110_0011;  
	4'hd:o_seven_seg[DATA_WIDTH2-1:0] = 8'b1000_0101;   
	4'he:o_seven_seg[DATA_WIDTH2-1:0] = 8'b0110_0001;   
	default:o_seven_seg[DATA_WIDTH2-1:0]  = 8'b0111_0001;  
endcase
 end
endmodule
`timescale 1ns / 1ps
module Top_design(
input i_clk , 
input i_rst, 
input incr , 
input decr ,
output [2-1:0] o_seg_en ,
output  an_seg ,   
output [8-1:0] Sseg_out);
assign an_seg  = 1'b1;   
wire [3:0] seg_out ;
reg p_state ;
reg [4-1:0] digit0 , digit1 ;
reg [17-1:0] refresh_cnt = 0 ; 
seven_seg_display SS( .i_hex_en(seg_out) , .o_out(Sseg_out) ); 
    wire clk_out ;
  clk_div DIV_CLK(.i_clk(i_clk) , .clk_o(clk_out));
 always @(posedge i_clk)
          begin
              refresh_cnt <= refresh_cnt + 1'b1 ; 
                end
 Multiplexer_circuit MUX(
.i_clk(refresh_cnt[16]) ,  
.o_seg1(digit0) ,
.o_seg2(digit1) ,
.o_en(o_seg_en)  , 
.o_seg(seg_out)
 );  
always @(posedge clk_out)
   begin
            case (p_state)
   0:           begin
                 digit0 <= 4'b0000;
                digit1 <= 4'b0000;
                p_state <= 1'b1 ;
                end
   1:       begin
                if (i_rst==1'b1)
                            begin
                                  p_state <= 1'b0 ;
                                      end    
              else if ( incr == 1'b1 && decr == 1'b0)
                                begin
                                   if (digit0 < 4'b1001)
                                                begin
                                                         digit0 <= digit0 + 1'b1 ;
                                                              end 
                                                                   else if (digit1 <4'b1001)
                                                                          begin
                                                                 digit1 <= digit1 + 1'b1 ; 
                                                         digit0 <= 4'b0000;
                                                   end
                                           end
              else if ( incr ==1'b0 && decr == 1'b1)
                                   begin
                                       if (digit0 >4'b0000) 
                                               begin
                                                       digit0 <= digit0 - 1'b1 ;
                                                     end
                                                  else if (digit1 >4'b0000)
                                                begin
                                             digit1 <= digit1 - 1'b1 ;
                                         digit0 <= 4'b1001;
                                     end 
                                end
             else if (incr == 1'b1 && decr == 1'b1)
                       begin 
                          p_state <= 0;
                          end
                      end    
             default : begin
                           p_state <= 0;
                           end              
                    endcase
        end                                                                                                
endmodule
`timescale 1ns / 1ps
`timescale 1ns / 1ps
module clk_div(i_clk , clk_o);
input i_clk ;
output clk_o ;
parameter CLK_COUNT = 50_000_000;
reg [26-1:0] clk_cnt = 0;
reg toggle_1HZ = 0;
always @(posedge i_clk)
     begin
          if (clk_cnt == CLK_COUNT-1)
              begin
                  toggle_1HZ <= ~toggle_1HZ ;
                  clk_cnt    <= 0;
               end
          else
                begin          
                  clk_cnt <= clk_cnt + 1'b1 ;
                  toggle_1HZ <= 1'b0 ;
                  end
     end             
  assign clk_o = toggle_1HZ ; 
endmodule
`timescale 1ns / 1ps
`timescale 1ns / 1ps
module counter(
    input i_clk,
    output count_out
    );
    reg  temp_cnt = 0;
    always @(posedge i_clk)
           begin
                      begin
              temp_cnt <= ~temp_cnt ;                          
                       end
          end      
			 assign count_out = temp_cnt ;             
endmodule
--- flow/run.sh ---
#!/bin/bash
# OpenROAD 26Q1-2900-gdf79404cd8, Yosys 0.63+post, stock flow scripts
make -C /OpenROAD-flow-scripts/flow DESIGN_CONFIG=/design/flow/config.mk WORK_HOME=/design/flow/orfs finish
--- flow/config.mk ---
export PLATFORM = sky130hd
export DESIGN_NAME = Top_design
export DESIGN_NICKNAME = Top_design
export VERILOG_FILES = /design/flow/design.v
export SDC_FILE = /design/flow/constraint.sdc
export NUM_CORES = 4
export LEC_CHECK = 1
export CORE_UTILIZATION = 40
--- flow/constraint.sdc ---
current_design Top_design

set clk_period 5.3
set clk_io_pct 0.2

create_clock -name clk0 -period $clk_period [get_ports {i_clk}]

set non_clock_inputs [all_inputs -no_clocks]
set_input_delay [expr $clk_period * $clk_io_pct] -clock clk0 $non_clock_inputs
set_output_delay [expr $clk_period * $clk_io_pct] -clock clk0 [all_outputs]
==> results_slide.txt <==
Flow Results at a Glance

Run status
  • Outcome: complete, no violations

Clock tree
  • CTS root buffer: clkbuf_8
  • H-tree Lvls: 2
  • CTS buffer count: 5
  • Clock latency (worst-skew pair): 0.30 ns
  • Post-CTS Setup Bufs: 0
  • Clock buffer depth: 2
  • CTS Hold Buffers Added: 0
  • CTS tree: built
  • Clock transition at path regs: about 0.090 ns
  • Post-CTS Resized: 0

Synth
  • EDFF count, synth: 8
  • YS warnings: 5
  • Chip Area, Yosys: around 0.0028 mm^2
  • Synthesized area: roughly 0.0028 mm^2
  • Top-count cell post-synth: dfxtp_1
  • Synth top area cells: dfxtp_1, edfxtp_1, ha_1
  • Seq share, synth: 41.0%
  • Post-Synthesis Cells: roughly 300
  • Fraction of registers with async set/reset: 0%
  • Cell Type Count: 56
  • Avg Cell Area, Syn: slightly above 9 um^2
  • Most instantiated cells after synthesis: dfxtp_1, nand2_1, nor2_1
  • Registers, synthesis: between 50 and 60
  • Yosys top cell by area: dfxtp_1
  • # Cells Yosys: 305
  • Commonest flop: dfxtp_1
  • Top cell area share: between 30% and 40%

Cells and area
  • Final instance area: ~0.0031 mm^2
  • Area Overhead vs Synth: 10.4%
  • Layout cells sized above 1: about 5.7%
  • Fillers: 646
  • Final Util: 45.8%

GRT
  • Number of global-route vias before repair: ~1.8k
  • Initial antenna violation count: 0
  • Largest net degree at the start of global routing: 16
  • Remaining global-route overflow: 0
  • All-Layer GR Usage: between 10 and 15%
  • First-pass GRT wire length: roughly 8300 um

Flow run
  • Tool Warnings: 33
  • Maxcap violations: 0

Timing
  • RSZ-0062 raised after global routing: false
  • Fin Setup TNS: 0 ns
  • Least-Margin Pin Slew: around 0.81 ns
  • Register pins left without a clock: 10
  • Final min period: around 1.9 ns
  • Max Freq: about 530 MHz
  • Final setup fails: 0
  • Final Max Tran Viols: 0
  • Hold Vio Cnt, Final: 0
  • Rel. slew slack: 45.0%
  • Fin crit share: a little over a third
  • Setup Skew: 0.00512 ns
  • Endpoints left unconstrained: 27

Drt
  • Via count: 2,092
  • Inserted Diodes: 0
  • Vias/cell: 5.10
  • DR iter-0 viols: 104
  • WL/cell: approximately 11 um
  • DRC: 0
  • Pre-antenna DRT Iters: 4
  • Antenna-violating nets left: 0
  • Drt total wl: approximately 4700 um

Critical path
  • Reg2reg start: DIV_CLK.clk_cnt[2]$_SDFF_PN0_
  • Peak per-stage delay on the critical path: between 0.5 and 0.6 ns
  • CP Launch Type: flip-flop
  • Crit-path cells: and4_1, nand4_2, or4_1, a21oi_1
  • CP max stage cell: or4_1
  • Worst path required time: 5.53 ns
  • Critical Path Sink Type: flip-flop
  • Critical Path AT: around 2.1 ns
  • CP Max Fanout: 14
  • Crit. Startpoint: DIV_CLK.clk_cnt[2]$_SDFF_PN0_
  • CP Class: flip-flop to flip-flop

Power
  • Worst vdd ir: roughly 0.22 mV
  • Pleak: 0.00121 uW
  • P per Cell Area: approximately 190 mW/mm^2
  • Power Total: about 600 uW

Die
  • I/O pins: 15
  • Row cnt: 30
  • Fp util: about two fifths
  • DIE HEIGHT: roughly 86 um
  • Chip area: 0.00742 mm^2
  • Core area: a little under 0.007 mm^2
  • Die X: approximately 86 um

Place
  • Placed cell areas: 0.00301 mm^2
  • GP Congestion: between 0.8 and 0.9
  • Post-DP HPWL: 3360 um
  • PortBufs: 12

Worst hold path
  • Worst min path class: flip-flop to flip-flop
  • Min-delay src: refresh_cnt[0]$_DFF_P_
==> critical path, delay by kind of cell (launching register included) <==
family,cells,cell delay [ns]
and+or+nand+nor,3,1.28
DFF,1,0.41
AOI/OAI and AO/OA,1,0.14
==> final timing paths <==
path              depth (start not counted)  slack, ns                              to
hold reg to reg                           1       0.43          refresh_cnt[0]$_DFF_P_
setup reg to reg                          4       3.40  DIV_CLK.clk_cnt[25]$_SDFF_PN0_
hold / removal                            1       0.43          refresh_cnt[0]$_DFF_P_
setup / recovery                          4       3.40  DIV_CLK.clk_cnt[25]$_SDFF_PN0_
==> layout make-up <==
class                   instances  area [um^2]  area share [%]
inverters                      13         48.8            1.56
repair buffers                 13          128            4.08
clock inverters                 3         47.5            1.52
flip-flops and latches         54         1160            37.1
well taps                      96          120            3.84
multi-input cells             226         1550            49.6
clock buffers                   5         68.8            2.20
==> layout by cell type (no fill, tap or decap), drive strengths merged, types with 4 or more instances in the layout <==
cell type | netlist | layout
a211oi | 6 | 6
a21oi | 14 | 14
and3 | 8 | 8
and4 | 5 | 5
clkbuf | 5 | 5
clkdlybuf4s50 | 0 | 12
dfxtp | 46 | 46
edfxtp | 8 | 8
ha | 14 | 14
inv | 12 | 12
nand2 | 23 | 23
nand3 | 18 | 18
nand4 | 9 | 9
nor2 | 20 | 20
nor3 | 6 | 6
nor4 | 5 | 5
o21ai | 11 | 11
o31ai | 6 | 6
or3 | 6 | 6
or4 | 4 | 4
xnor2 | 18 | 18
xor2 | 14 | 14
==> kinds of logic (layout without fill, tap and decap cells) <==
family	count (synthesis)	in the layout	share of synthesized area, %
AOI/OAI and AO/OA	53	53	12.5
xor gates and xnor gates	32	32	9.90
adders and majority gates	15	15	6.54
buffers and inverters	26	34	4.33
DFF	54	54	41.0
muxes	5	5	1.86
other	1	2	0.132
and+or+nand+nor	119	119	23.7
==> where the power goes <==
group          leakage (uW)  internal [uW]  switching, uW
clock network     0.0000583            142            117
registers          0.000449            331              0
logic              0.000704           6.41           6.88
total               0.00121            479            124
==> layer usage <==
| layer | up-vias | global-route usage (%) | wire length [um] |
|---|---|---|---|
| li1 | 1112 | - | - |
| met4 | 0 | 1.52 | 51 |
| met3 | 4 | 1.56 | 110 |
| met5 | - | 0 | 0 |
| met1 | 945 | 22.0 | 2450 |
| met2 | 31 | 21.4 | 2080 |
==> metrics by stage <==
step | hold WS [ns] | setup WS, ns | std cells
2_1_floorplan | 0.394 | 3.74 | 306
3_3_place_gp | 0.413 | 3.46 | 402
3_5_place_dp | 0.414 | 3.44 | 402
4_1_cts | 0.434 | 3.40 | 410
5_1_grt | 0.445 | 3.19 | 410
6_report | 0.429 | 3.40 | 410
==> sequential cells by signal (all words and copies together), names as in the netlist <==
signal,flops
digit1,4
digit0,4
p_state,1
refresh_cnt,17
MUX.COUNTER.temp_cnt,1
DIV_CLK.clk_cnt,26
DIV_CLK.toggle_1HZ,1
Power is estimated from default activity; no workload was simulated.
